### run.sh
#!/bin/bash
# OpenROAD 26Q1-2900-gdf79404cd8, Yosys 0.63+post, stock flow scripts
make -C /OpenROAD-flow-scripts/flow DESIGN_CONFIG=/design/flow/config.mk WORK_HOME=/design/flow/orfs finish
### config.mk
export PLATFORM = sky130hd
export DESIGN_NAME = traffic_rtl
export DESIGN_NICKNAME = traffic_rtl
export VERILOG_FILES = /design/flow/design.v
export SDC_FILE = /design/flow/constraint.sdc
export NUM_CORES = 4
export LEC_CHECK = 1
export CORE_AREA = 10 10 75 75
export DIE_AREA = 0 0 85 85
### constraint.sdc
current_design traffic_rtl

set clk_period 2.5
set clk_io_pct 0.2

create_clock -name clk0 -period $clk_period [get_ports {clock}]

set non_clock_inputs [all_inputs -no_clocks]
set_input_delay [expr $clk_period * $clk_io_pct] -clock clk0 $non_clock_inputs
set_output_delay [expr $clk_period * $clk_io_pct] -clock clk0 [all_outputs]
### design.v
module traffic_rtl(clock,reset,north_light,south_light,east_light,west_light);
input clock,reset;
output reg [2:0] north_light,south_light,east_light,west_light;  
reg [2:0] state;
reg [3:0] count;
parameter [2:0] north=3'b000,north_yellow=3'b001,south=3'b010,south_yellow=3'b011,east=3'b100,east_yellow=3'b101,west=3'b110,west_yellow=3'b111;
always@(posedge clock)
begin
    if(reset)   
       begin
            state=north;
            count=4'b0000;
       end
     else
        begin
             case (state)
               north:
                   begin
                       if(count==4'b1111)   
                         begin
                         state=north_yellow;
                         count=4'b0000;
                         end
                       else
                         begin
                         state=north;
                         count=count+1;
                         end
                   end 
                north_yellow: 
                   begin
                       if(count==4'b0010)   
                         begin
                         state=south;
                         count=4'b0000;
                         end
                       else
                         begin
                         state=north_yellow;
                         count=count+1;
                         end
                   end 
                south:
                    begin
                       if(count==4'b1111)
                         begin
                         state=south_yellow;
                         count=4'b0000;
                         end
                       else
                         begin
                         state=south;
                         count=count+1;
                         end
                   end
                 south_yellow:
                        begin
                       if(count==4'b0010)
                         begin
                         state=east;
                         count=4'b0000;
                         end
                       else
                         begin
                         state=south_yellow;
                         count=count+1;
                         end
                   end 
                 east:
                    begin
                       if(count==4'b1111)
                         begin
                         state=east_yellow;
                         count=4'b0000;
                         end
                       else
                         begin
                         state=east;
                         count=count+1;
                         end
                   end 
                 east_yellow:
                     begin
                       if(count==4'b0010)
                         begin
                         state=west;
                         count=4'b0000;
                         end
                       else
                         begin
                         state=east_yellow;
                         count=count+1;
                         end
                   end  
                 west:
                   begin
                       if(count==4'b1111)
                         begin
                         state=west_yellow;
                         count=4'b0000;
                         end
                       else
                         begin
                         state=west;
                         count=count+1;
                         end
                   end 
                west_yellow:
                   begin
                       if(count==4'b0010)
                         begin
                         state=north;
                         count=4'b0000;
                         end
                       else
                         begin
                         state=west_yellow;
                         count=count+1;
                         end
                   end 
             endcase
        end
end 
always@(posedge clock)
begin
    case (state)
            north:
               begin
                  north_light=3'b001;  
                  south_light=3'b100;  
                  east_light=3'b100;  
                  west_light=3'b100;  
               end
             north_yellow:
               begin
                  north_light=3'b010;  
                  south_light=3'b100;  
                  east_light=3'b100;   
                  west_light=3'b100;   
               end 
              south:
                begin
                  north_light=3'b100;  
                  south_light=3'b001;  
                  east_light=3'b100;   
                  west_light=3'b100;   
               end
              south_yellow:
                begin
                  north_light=3'b100;  
                  south_light=3'b010;  
                  east_light=3'b100;   
                  west_light=3'b100;   
               end
              east:
                begin
                  north_light=3'b100;  
                  south_light=3'b100;  
                  east_light=3'b001;   
                  west_light=3'b100;   
               end
              east_yellow:
                begin
                  north_light=3'b100;  
                  south_light=3'b100;  
                  east_light=3'b010;   
                  west_light=3'b100;   
               end
             west:
               begin
                  north_light=3'b100;  
                  south_light=3'b100;  
                  east_light=3'b100;   
                  west_light=3'b001;   
               end
             west_yellow:
                begin
                  north_light=3'b100;  
                  south_light=3'b100;  
                  east_light=3'b100;   
                  west_light=3'b010;   
               end
        endcase
end 
endmodule
==> flow_summary.html <==
<h3>Flow metrics</h3>
<table>
<tr><th>Metric</th><th>Value</th></tr>
<tr><th colspan="2">Synth</th></tr>
<tr><td>Cells after Synth</td><td>59</td></tr>
<tr><td>Register bit count reported by yosys</td><td>19</td></tr>
<tr><td>Netlist cell types</td><td>21</td></tr>
<tr><td>Seq share, synth</td><td>60.92%</td></tr>
<tr><td>Number of standard cells reported by yosys</td><td>between 50 and 60</td></tr>
<tr><td>Netlist area before placement</td><td>624.3 sq um</td></tr>
<tr><td>Warnings, synthesis</td><td>1</td></tr>
<tr><td>Chip area line of the yosys report</td><td>between 600 and 700 sq um</td></tr>
<tr><td>Average size of a mapped cell</td><td>10.58 sq um</td></tr>
<tr><th colspan="2">Global routing</th></tr>
<tr><td>Met2 Use GR</td><td>3.747%</td></tr>
<tr><td>Overall track demand over capacity in global routing</td><td>3.067%</td></tr>
<tr><td>Met3 capacity usage during global routing</td><td>2.505%</td></tr>
<tr><td>First-pass GRT wire length</td><td>1835 microns</td></tr>
<tr><td>Met1 usage</td><td>4.263%</td></tr>
<tr><td>Via count of the first global-routing pass</td><td>417</td></tr>
<tr><td>Antenna violations before repair</td><td>0</td></tr>
<tr><td>Total congestion overflow</td><td>0</td></tr>
<tr><td>Most Crowded Layer GR</td><td>met1</td></tr>
<tr><td>Largest net degree at the start of global routing</td><td>11</td></tr>
<tr><th colspan="2">Detailed routing</th></tr>
<tr><td>Total iterations of the first detailed-routing run</td><td>4</td></tr>
<tr><td>Post-detailed-route wirelength per cell</td><td>8.952 microns</td></tr>
<tr><td>Count of antenna-violating nets left after detailed routing</td><td>0</td></tr>
<tr><td>Total DRC errors in the routed layout</td><td>0</td></tr>
<tr><td>Detailed-route vias per instance</td><td>3.544</td></tr>
<tr><td>Number of vias after detailed routing</td><td>443</td></tr>
<tr><td>Initial DRC Count</td><td>28</td></tr>
<tr><td>Number of antenna repair diodes</td><td>0</td></tr>
<tr><td>Total wire length after detailed routing</td><td>1119 microns</td></tr>
<tr><th colspan="2">Final timing</th></tr>
<tr><td>Final Hold Viols</td><td>0</td></tr>
<tr><td>Worst hold-check slack</td><td>about 460 ps</td></tr>
<tr><td>Actual slew at the worst max-slew pin</td><td>395.6 ps</td></tr>
<tr><td>Setup skew after layout</td><td>between 3 and 4 ps</td></tr>
<tr><td>RSZ-0062 raised after global routing</td><td>false</td></tr>
<tr><td>Shortest clock period the worst path allows after layout</td><td>about 1500 ps</td></tr>
<tr><td>Worst slew slack as a fraction of its limit</td><td>73.29%</td></tr>
<tr><td>Final period util</td><td>60.89%</td></tr>
<tr><td>Final tally of setup violations</td><td>0</td></tr>
<tr><td>Total negative setup slack</td><td>0 ps</td></tr>
<tr><td>Number of max-slew violations in the final report</td><td>0</td></tr>
<tr><td>Timing-limited maximum frequency</td><td>0.6570 GHz</td></tr>
<tr><th colspan="2">Layout</th></tr>
<tr><td>Tally of filler cells in the layout</td><td>426</td></tr>
<tr><td>Share of final-layout standard cells stronger than drive strength 1</td><td>13.33%</td></tr>
<tr><td>Area grow syn2layout</td><td>37.27%</td></tr>
<tr><th colspan="2">Worst setup path</th></tr>
<tr><td>Critical Path Source Type</td><td>register</td></tr>
<tr><td>Critical path start-end classification</td><td>reg -&gt; out</td></tr>
<tr><td>Worst r2r path cells</td><td>5</td></tr>
<tr><td>R2r setup slk</td><td>1100 ps</td></tr>
<tr><td>Category of the worst setup path capture point</td><td>output pin</td></tr>
<tr><td>Required time of the worst setup path</td><td>2000 ps</td></tr>
<tr><td>Number of buffers and inverters on the critical path</td><td>1</td></tr>
<tr><td>Worst path arrival time</td><td>between 1000 and 1500 ps</td></tr>
<tr><td>Cells along the critical path</td><td>clkdlybuf4s50_1</td></tr>
<tr><td>Maximum fanout along the worst path</td><td>1</td></tr>
<tr><td>Crit path largest cell delay</td><td>about 460 ps</td></tr>
<tr><td>Worst flop-to-flop path startpoint</td><td>count[0]</td></tr>
<tr><td>Worst R2R End</td><td>count[3]</td></tr>
<tr><td>Cell class contributing the biggest share of worst-path delay</td><td>buffers and inverters</td></tr>
<tr><td>Critical path's slowest cell</td><td>sky130_fd_sc_hd__clkdlybuf4s50_1</td></tr>
<tr><th colspan="2">Power and ir drop</th></tr>
<tr><td>Leakage component of the power</td><td>0.3215 nW</td></tr>
<tr><td>Power per cell area</td><td>615.9 nW/um^2</td></tr>
<tr><td>Worst ir drop on vdd</td><td>about 380 uV</td></tr>
<tr><th colspan="2">Placement</th></tr>
<tr><td>Final RePlAce weighted congestion</td><td>0.7630</td></tr>
<tr><td>Placed wire-length estimate after detailed placement</td><td>approximately 860 microns</td></tr>
<tr><td>Number of input and output port buffers inserted</td><td>13</td></tr>
<tr><th colspan="2">Die</th></tr>
<tr><td>Die X-Extent</td><td>85 microns</td></tr>
<tr><td>Starting density of the core</td><td>between 10% and 20%</td></tr>
<tr><td>Die Outline Area</td><td>approximately 7200 sq um</td></tr>
<tr><td>Total I/O pin count</td><td>14</td></tr>
<tr><td>Height of the die</td><td>85 microns</td></tr>
<tr><td>Site Rows</td><td>23</td></tr>
<tr><td>Area of the core</td><td>4058 sq um</td></tr>
<tr><th colspan="2">Clocking</th></tr>
<tr><td>Number of buffers between clock root and the deepest sink</td><td>2</td></tr>
<tr><td>Clock tree from TritonCTS</td><td>built</td></tr>
<tr><td>Buffers inserted during post-CTS setup optimization</td><td>0</td></tr>
<tr><td>CTS sink count</td><td>19</td></tr>
<tr><td>Number of levels in the clock H-tree</td><td>1</td></tr>
<tr><td>Post-cts gate resize count</td><td>0</td></tr>
<tr><td>Clock slew at the register clock pins of the worst setup and hold paths</td><td>60 ps</td></tr>
<tr><td>Number of buffers created by CTS</td><td>3</td></tr>
<tr><td>Root buf cell</td><td>sky130_fd_sc_hd__clkbuf_8</td></tr>
<tr><td>Number of buffers inserted for hold repair after clock tree synthesis</td><td>0</td></tr>
<tr><td>Clock latency reported for the late side of the worst-skew pair</td><td>~250 ps</td></tr>
<tr><th colspan="2">Hold path</th></tr>
<tr><td>Hold Path End</td><td>count[0]</td></tr>
<tr><td>Path class of the lowest-slack min-delay path</td><td>reg -&gt; reg</td></tr>
<tr><td>Worst Hold Depth</td><td>1</td></tr>
<tr><td>Start point of the worst hold path</td><td>count[0]</td></tr>
<tr><th colspan="2">Run</th></tr>
<tr><td>Number of warnings the tools reported</td><td>26</td></tr>
<tr><td>Maximum Capacitance Violations</td><td>0</td></tr>
<tr><th colspan="2">Status</th></tr>
<tr><td>Run status</td><td>finished, final reports clean</td></tr>
</table>
## through the flow
step	area [sq um]	worst slack (ps)	power [mW]	instances	util, %
2_1_floorplan	624.3	1186	0.3274	59	-
3_3_place_gp	812.0	932.8	0.3319	121	20.01
3_5_place_dp	812.0	909.5	0.3329	121	20.01
4_1_cts	857.1	956.3	0.5339	125	21.12
5_1_grt	857.1	919.1	0.5522	125	21.12
6_report	857.1	977.8	0.5279	125	21.12
## placed cells by master (no fill, tap or decap)
cell / synthesis / routed
sky130_fd_sc_hd__or2b_1: 1 / 1
sky130_fd_sc_hd__nand3_1: 1 / 1
sky130_fd_sc_hd__a21o_2: 1 / 1
sky130_fd_sc_hd__o21ai_0: 1 / 1
sky130_fd_sc_hd__clkdlybuf4s50_1: 0 / 13
sky130_fd_sc_hd__dfxtp_1: 19 / 19
sky130_fd_sc_hd__xor2_1: 1 / 1
sky130_fd_sc_hd__and4bb_4: 1 / 1
sky130_fd_sc_hd__or3_4: 1 / 1
sky130_fd_sc_hd__ha_1: 2 / 2
sky130_fd_sc_hd__clkbuf_1: 0 / 1
sky130_fd_sc_hd__xnor2_1: 1 / 1
sky130_fd_sc_hd__nor2_2: 1 / 1
sky130_fd_sc_hd__and4b_2: 1 / 1
sky130_fd_sc_hd__nor2_1: 12 / 12
sky130_fd_sc_hd__a31o_2: 1 / 1
sky130_fd_sc_hd__nand2_1: 2 / 2
sky130_fd_sc_hd__clkbuf_8: 0 / 3
sky130_fd_sc_hd__a21oi_1: 3 / 3
sky130_fd_sc_hd__or2_2: 1 / 1
sky130_fd_sc_hd__inv_1: 4 / 4
sky130_fd_sc_hd__o311ai_0: 1 / 1
sky130_fd_sc_hd__nand2b_1: 3 / 3
## registers in the layout, summed over array words and instances, names as in the netlist
register     flops
east_light       3
west_light       3
state            3
south_light      3
north_light      3
count            4
## power breakdown
group	leakage [nW]	internal [mW]	total (mW)	switching (mW)
clock network	0.0228	0.113	0.201	0.0885
registers	0.154	0.307	0.311	0.00435
logic	0.145	0.00775	0.0150	0.00726
## cell type report
cell class                 count  area, sq um  area share, %
inverter                       4        15.01          1.752
clock buffer                   4        45.04          5.255
multi-input combinational     35        224.0          26.13
sequential                    19        380.4          44.38
timing repair buffer          13        130.1          15.18
tap                           50        62.56          7.299
## worst max-delay path by stage
stage | start | endpoint | slack, ps | cells after the start
6_report | north_light[2] | north_light[2] | 980 | 1
5_1_grt | south_light[1] | south_light[1] | 920 | 1
4_1_cts | north_light[2] | north_light[2] | 960 | 1
## synthesized netlist by cell type
cell type / count / area [sq um]
sky130_fd_sc_hd__nor2_1: 12 / 45.04
sky130_fd_sc_hd__nor2_2: 1 / 6.260
sky130_fd_sc_hd__or2b_1: 1 / 7.510
sky130_fd_sc_hd__inv_1: 4 / 15.01
sky130_fd_sc_hd__nand2_1: 2 / 7.510
sky130_fd_sc_hd__or3_4: 1 / 11.26
sky130_fd_sc_hd__o21ai_0: 1 / 5.000
sky130_fd_sc_hd__xnor2_1: 1 / 8.760
sky130_fd_sc_hd__xor2_1: 1 / 8.760
sky130_fd_sc_hd__buf_2: 1 / 5.000
sky130_fd_sc_hd__ha_1: 2 / 25.02
sky130_fd_sc_hd__o311ai_0: 1 / 8.760
sky130_fd_sc_hd__and4bb_4: 1 / 16.27
sky130_fd_sc_hd__and4b_2: 1 / 11.26
sky130_fd_sc_hd__nand3_1: 1 / 5.000
sky130_fd_sc_hd__nand2b_1: 3 / 18.77
sky130_fd_sc_hd__a21oi_1: 3 / 15.01
sky130_fd_sc_hd__a31o_2: 1 / 8.760
sky130_fd_sc_hd__or2_2: 1 / 6.260
sky130_fd_sc_hd__a21o_2: 1 / 8.760
sky130_fd_sc_hd__dfxtp_1: 19 / 380.4
## logic make-up after synthesis
kind of cell,count (synthesis),share of synthesized area [%]
flops,19,60.92
compound gates,7,7.414
simple gates,24,21.64
buf+inv,5,3.205
xor+xnor,2,2.806
fa+ha+maj,2,4.007
## layer usage
metal  wire length (microns)  vias up
li1                        -      223
met1                     579      204
met2                     378       16
met3                     161        0
met4                       0        0
met5                       0        -
No activity file was given, so power comes from the tool's default toggle rates.
